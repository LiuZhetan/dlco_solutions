`design.v`:
```
module MuxKeyInternal #(
  parameter NR_KEY = 2, 
  parameter KEY_LEN = 1, 
  parameter DATA_LEN = 1, 
  parameter HAS_DEFAULT = 0
  ) 
(
  output reg [DATA_LEN-1:0] out,
  input [KEY_LEN-1:0] key,
  input [DATA_LEN-1:0] default_out,
  input [NR_KEY*(KEY_LEN + DATA_LEN)-1:0] lut
);
  localparam PAIR_LEN = KEY_LEN + DATA_LEN;
  wire [PAIR_LEN-1:0] pair_list [NR_KEY-1:0];
  wire [KEY_LEN-1:0] key_list [NR_KEY-1:0];
  wire [DATA_LEN-1:0] data_list [NR_KEY-1:0];
  genvar n;
  generate
    for (n = 0; n < NR_KEY; n = n + 1) begin
      assign pair_list[n] = lut[PAIR_LEN*(n+1)-1 : PAIR_LEN*n];
      assign data_list[n] = pair_list[n][DATA_LEN-1:0];
      assign key_list[n]  = pair_list[n][PAIR_LEN-1:DATA_LEN];
    end
  endgenerate
  reg [DATA_LEN-1 : 0] lut_out;
  reg hit;
  integer i;
  always @(*) begin
    lut_out = 0;
    hit = 0;
    for (i = 0; i < NR_KEY; i = i + 1) begin
      lut_out = lut_out | ({DATA_LEN{key == key_list[i]}} & data_list[i]);
      hit = hit | (key == key_list[i]);
    end
    if (!HAS_DEFAULT) out = lut_out;
    else out = (hit ? lut_out : default_out);
  end
endmodule
module MuxKey #(
  parameter NR_KEY = 2, 
  parameter KEY_LEN = 1, 
  parameter DATA_LEN = 1) (
  output [DATA_LEN-1:0] out,
  input [KEY_LEN-1:0] key,
  input [NR_KEY*(KEY_LEN + DATA_LEN)-1:0] lut
);
  MuxKeyInternal #(NR_KEY, KEY_LEN, DATA_LEN, 0) i0 (out, key, {DATA_LEN{1'b0}}, lut);
endmodule
module MuxKeyWithDefault #(
  parameter NR_KEY = 2, 
  parameter KEY_LEN = 1, 
  parameter DATA_LEN = 1) (
  output [DATA_LEN-1:0] out,
  input [KEY_LEN-1:0] key,
  input [DATA_LEN-1:0] default_out,
  input [NR_KEY*(KEY_LEN + DATA_LEN)-1:0] lut
);
  MuxKeyInternal #(NR_KEY, KEY_LEN, DATA_LEN, 1) i0 (out, key, default_out, lut);
endmodule
module Code2ASCII (
    input [7:0] code_in,
    output [7:0] ascii_out_hx
);
    MuxKeyWithDefault #(36, 8, 8) tarnsfor_table (ascii_out_hx, code_in, 8'b0, {
    8'h1c, 8'd65,
    8'h32, 8'd66,
    8'h21, 8'd67,
    8'h23, 8'd68,
    8'h24, 8'd69,
    8'h2b, 8'd70,
    8'h34, 8'd71,
    8'h33, 8'd72,
    8'h43, 8'd73,
    8'h3b, 8'd74,
    8'h42, 8'd75,
    8'h4b, 8'd76,
    8'h3a, 8'd77,
    8'h31, 8'd78,
    8'h44, 8'd79,
    8'h4d, 8'd80,
    8'h15, 8'd81,
    8'h2d, 8'd82,
    8'h1b, 8'd83,
    8'h2c, 8'd84,
    8'h3c, 8'd85,
    8'h2a, 8'd86,
    8'h1d, 8'd87,
    8'h22, 8'd88,
    8'h35, 8'd89,
    8'h1a, 8'd90,
    8'h70, 8'h30,
    8'h69, 8'h31,
    8'h72, 8'h32,
    8'h7a, 8'h33,
    8'h6b, 8'h34,
    8'h73, 8'h35,
    8'h74, 8'h36,
    8'h6c, 8'h37,
    8'h75, 8'h38,
    8'h7d, 8'h39
  });
endmodule
module Hex2Segcode (
    input [3:0] x,
    output [7:0] y
);
    wire [3:0] key;
    wire [7:0] out;
    assign key = x;
    assign y = out;
    MuxKeyWithDefault #(16, 4, 8) mutex (out, key, 8'b1, {
    4'h0, ~(8'b11111100),
    4'h1, ~(8'b01100000),
    4'h2, ~(8'b11011010),
    4'h3, ~(8'b11110010),
    4'h4, ~(8'b01100110),
    4'h5, ~(8'b10110110),
    4'h6, ~(8'b10111110),
    4'h7, ~(8'b11100000),
    4'h8, ~(8'b11111110),
    4'h9, ~(8'b11100110),
    4'ha, ~(8'b11101110),
    4'hb, ~(8'b00111110),
    4'hc, ~(8'b00011010),
    4'hd, ~(8'b01111010),
    4'he, ~(8'b11011110),
    4'hf, ~(8'b10001110)
  });
endmodule
module SegDisplay(
    input rst,
    input [7:0] ps2_data,
    input is_press,
    input [7:0] count,
    output [7:0] o_seg0,
    output [7:0] o_seg1,
    output [7:0] o_seg2,
    output [7:0] o_seg3,
    output [7:0] o_seg4,
    output [7:0] o_seg5,
    output [7:0] o_seg6,
    output [7:0] o_seg7
  );
  assign o_seg2 = ~8'b0;
  assign o_seg3 = ~8'b0;
  assign o_seg4 = ~8'b0;
  assign o_seg5 = ~8'b0;
  wire [7:0] o_seg0_t;
  wire [3:0] i_seg0_t;
  Hex2Segcode transfor0 (.x(i_seg0_t), .y(o_seg0_t));
  assign i_seg0_t = ps2_data[3:0];
  wire [7:0] o_seg1_t;
  wire [3:0] i_seg1_t;
  Hex2Segcode transfor1 (.x(i_seg1_t), .y(o_seg1_t));
  assign i_seg1_t = ps2_data[7:4];
  wire [15:0] o_seg01;
  assign o_seg01 = !is_press ? {~8'b0, ~8'b0} : {o_seg1_t, o_seg0_t};
  assign o_seg0 = o_seg01[7:0];
  assign o_seg1 = o_seg01[15:8];
  wire [7:0] ascii_out;
  Code2ASCII to_ascii (.code_in(ps2_data), .ascii_out_hx(ascii_out));
  wire [7:0] o_seg2_t;
  Hex2Segcode transfor2 (.x(ascii_out[3:0]), .y(o_seg2_t));
  wire [7:0] o_seg3_t;
  Hex2Segcode transfor3 (.x(ascii_out[7:4]), .y(o_seg3_t));
  wire [15:0] o_seg23;
  assign o_seg23 = !is_press ? {~8'b0, ~8'b0} : {o_seg3_t, o_seg2_t};
  assign o_seg2 = o_seg23[7:0];
  assign o_seg3 = o_seg23[15:8];
  always @(posedge rst) begin
    o_seg6_t <= ~8'b0;
    o_seg7_t <= ~8'b0;
  end
  reg [7:0] o_seg6_t;
  Hex2Segcode transfor6 (.x(count[3:0]), .y(o_seg6_t));
  assign o_seg6 = o_seg6_t;
  reg [7:0] o_seg7_t;
  Hex2Segcode transfor7 (.x(count[7:4]), .y(o_seg7_t));
  assign o_seg7 = o_seg7_t;
endmodule
```
`run.sh`:
```
#!/bin/bash
# OpenROAD 26Q1-2900-gdf79404cd8, Yosys 0.63+post, stock flow scripts
make -C /OpenROAD-flow-scripts/flow DESIGN_CONFIG=/design/flow/config.mk WORK_HOME=/design/flow/orfs finish
```
`config.mk`:
```
export PLATFORM = sky130hd
export DESIGN_NAME = SegDisplay
export DESIGN_NICKNAME = SegDisplay
export VERILOG_FILES = /design/flow/design.v
export SDC_FILE = /design/flow/constraint.sdc
export NUM_CORES = 4
export LEC_CHECK = 1
export CORE_AREA = 10 10 70 70
export DIE_AREA = 0 0 80 80
```
`constraint.sdc`:
```
current_design SegDisplay

set clk_period 1.9
set clk_io_pct 0.2

create_clock -name clk0 -period $clk_period [get_ports {rst}]

set non_clock_inputs [all_inputs -no_clocks]
set_input_delay [expr $clk_period * $clk_io_pct] -clock clk0 $non_clock_inputs
set_output_delay [expr $clk_period * $clk_io_pct] -clock clk0 [all_outputs]
```
==> flow_summary_export.csv <==
group,metric,value,unit
synth,ys_area,847.1,sq um
layout,final_area,1142,sq um
placed_design,gp_congestion,0.7588,
placed_design,dp.final_hpwl,1801,um
layout,flops,0,
power_and_ir_drop,power.internal,0.1155,mW
worst_hold_path,whs_endpoint,"o_seg1[4]",
drt,ant_nets,0,
run,tool_warnings,37,
final_timing,setup_viol,0,
layout,regArea,0,sq um
layout,fillers,353,
power_and_ir_drop,power.clock.fraction,0,%
grt,grt_pass1_wl,3663,um
power_and_ir_drop,comb_power_share,100.0,%
synth,ys_cells,117,
drt,wl_met3,225,um
power_and_ir_drop,p_leak,0.5728,nW
drt,drt_pass1_iterations,2,
die,chipArea,6400,sq um
clock_tree,holdBufCountCts,0,
synth,syn-cell-area,847.1,sq um
die,num_rows,21,
final_timing,final_max_slew_viol_count,0,
run_status,status,"finished clean",
synth,synthCells,117,
worst_hold_path,hp-class,"in -> out",
critical_path,crit_required,1520,ps
power_and_ir_drop,ir_drop,76.84,uV
final_timing,fmax,543.5,MHz
layout,lay_top_count,"conb_1",
layout,fin_util,33.44,%
drt,m1WireLength,962,um
die,die_h,80,um
die,ios,82,
power_and_ir_drop,p_total,0.2016,mW
layout,clkbuf_count,0,
grt,grt_antenna_before_repair,0,
layout,syn2layout_area_growth,34.86,%
critical_path,path_buffers,4,
die,dieWidth,80,um
drt,wl_met2,1121,um
die,core,3416,sq um
die,fp_util,24.80,%
critical_path,arrival,1460,ps
drt,routedWlPerCell,11.10,um
grt,grt_usage,6.607,%
drt,maxUsedRoutingLayer,"met3",
grt,grt_overflow_total,0,
critical_path,critPathKind,"in -> out",
synth,postSynthSeqShare,0,%
critical_path,crit_path_max_incr_delay,460,ps
drt,drcViolationCount,0,
drt,via_per_inst,3.654,
critical_path,start_kind,"input port",
synth,ys_types,31,
critical_path,critPathSlowestCell,"clkdlybuf4s50_1",
critical_path,worstSetupStartpoint,"ps2_data[1]",
final_timing,layout_min_cycle_time,1840,ps
grt,grt_pass1_vias,820,
critical_path,path_max_fanout,5,
placed_design,placed_area,1022,sq um
power_and_ir_drop,seqPwrFrac,0,%
synth,avgSynthCellArea,7.240,sq um
worst_hold_path,min_from,"ps2_data[6]",
placed_design,io_buffer_count,23,
critical_path,cp.depth,7,
final_timing,timing.final.crit_share,96.83,%
critical_path,path_cells,"buf_2 > buf_6 > buf_4 > o21ai_2 > nand2_1 > nand3b_1 > clkdlybuf4s50_1",
layout,lay_top_cells,"conb_1 (50), buf_4 (25), dlygate4sd2_1 (12)",
worst_hold_path,min_path_cells,5,
grt,grt_max_degree,9,
drt,antenna_cells,0,
power_and_ir_drop,power_density,176.5,nW/um^2
critical_path,crit_path_end_kind,"output pin",
critical_path,crit_family,"buffers and inverters",
power_and_ir_drop,p_switching,0.08610,mW
layout,layout-drive-gt1-share,36.42,%
drt,drtIter0Drc,11,
final_timing,hold_viol_final,0,
synth,ys_warn_count,35,
drt,routed_wirelength,2309,um
drt,via_count,760,
run,drv_cap,0,
power_and_ir_drop,swShare,42.71,%
-- what timing repair did --
item	CTS	global route
cloned	3	0
resized	63	6
pin swaps	12	5
setup endpoints to repair	14	6
setup buffers	9	0
-- power by group through the flow --
stage / sequential, mW / clock (mW) / combinational (mW)
4_1_cts: 0 / 0 / 0.207
5_1_grt: 0 / 0 / 0.228
6_report: 0 / 0 / 0.202
-- synthesized netlist by cell type (all sizes together) --
master / instances / area, sq um
nand2b: 4 / 25.02
or2: 1 / 6.260
and2b: 1 / 7.510
o21ai: 7 / 35.03
nor4b: 2 / 30.03
conb: 1 / 3.750
and2: 2 / 12.51
a211oi: 1 / 7.510
nor2b: 3 / 18.77
a31oi: 1 / 6.260
o211ai: 3 / 37.54
inv: 1 / 3.750
a41oi: 1 / 8.760
nor3: 2 / 10.01
o311ai: 1 / 8.760
o21a: 3 / 22.52
o221ai: 3 / 26.28
a21oi: 2 / 10.01
xnor2: 1 / 8.760
xor2: 1 / 16.27
nor2: 2 / 7.510
nand3: 5 / 25.02
nor3b: 2 / 20.02
buf: 59 / 446.7
nand3b: 2 / 15.01
nand2: 5 / 18.77
and3b: 1 / 8.760
-- stage by stage --
step                      hold slack (ps)  instances  TNS [ps]  setup WS (ps)
after CTS                            1276        208    -24.84         -24.84
after global placement               1913        196     -5694         -468.3
after global routing                 1346        208    -14.03         -14.03
final                                1272        208         0          60.19
after detailed placement             1893        196     -5613         -477.1
after floorplan                     785.8        166         0          620.6
-- per-layer routing --
metal	track usage, %	vias up
li1	-	389
met2	11.56	36
met3	2.045	0
met1	8.185	335
met5	0	-
met4	0	0
-- cell families after synthesis --
group                     synth area share, %
and+or+nand+nor                         24.22
AOI/OAI and AO/OA                       19.20
other                                  0.4427
buffers and inverters                   53.17
xor gates and xnor gates                2.955
-- layout make-up --
class,instances,area [sq um],area share (%)
Inverter,1,3.754,0.3286
Multi-Input combinational cell,106,645.6,56.52
Tap cell,46,57.56,5.038
Timing Repair Buffer,55,435.4,38.12
-- worst max-delay path by stage --
stage	to	slack, ps
4_1_cts	o_seg1[2]	-20
5_1_grt	o_seg0[3]	-10
6_report	o_seg0[3]	60
Power is estimated from default activity; no workload was simulated.
