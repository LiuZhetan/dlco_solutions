## ./run.sh

```bash
#!/bin/bash
# OpenROAD 26Q1-2900-gdf79404cd8, Yosys 0.63+post, stock flow scripts
make -C /OpenROAD-flow-scripts/flow DESIGN_CONFIG=/design/flow/config.mk WORK_HOME=/design/flow/orfs finish
```

## ./config.mk

```make
export PLATFORM = sky130hd
export DESIGN_NAME = seg3
export DESIGN_NICKNAME = seg3
export VERILOG_FILES = /design/flow/design.v
export SDC_FILE = /design/flow/constraint.sdc
export NUM_CORES = 4
export LEC_CHECK = 1
export CORE_AREA = 10 10 70 70
export DIE_AREA = 0 0 80 80
```

## ./constraint.sdc

```tcl
current_design seg3

set clk_period 1.0
set clk_io_pct 0.2

create_clock -name clk0 -period $clk_period

set non_clock_inputs [all_inputs -no_clocks]
set_input_delay [expr $clk_period * $clk_io_pct] -clock clk0 $non_clock_inputs
set_output_delay [expr $clk_period * $clk_io_pct] -clock clk0 [all_outputs]
```

## ./design.v

```verilog
module seg3 (
    input [2:0] x,
    output [7:0] o_seg
);
reg [7:0] seg_t;
always @(x)
    case(x)
        3'b000: seg_t = 8'b11111100;
        3'b001: seg_t = 8'b01100000;
        3'b010: seg_t = 8'b11011010;
        3'b011: seg_t = 8'b11110010;
        3'b100: seg_t = 8'b01100110;
        3'b101: seg_t = 8'b10110110;
        3'b110: seg_t = 8'b10111110;
        3'b111: seg_t = 8'b11100000;
    endcase
    assign o_seg = ~(seg_t);
endmodule
```

==> impl_metrics.yaml <==
# physical design summary
status:
  outcome: "finished, violations left"
  violations: "negative setup slack"
finish:
  flop_area_um2: 0
  clockBufferCount: 0
  drive_gt1_share_pct: 81.3
  flops: 0
  area_growth_pct: 175
global_route:
  grt_overflow: 0
  grt_use_total_pct: 1.66
  antenna_found_initial: 0
  grt_pass1_wl_um: 924
  grt_max_degree: 9
  first_global_vias: 196
worst_setup_path:
  critPathLaunchType: "primary input"
  criticalPathCategory: "primary input to primary output"
  max_stage_delay_ps: 250
  crit_family: "buffers and inverters"
  cp_slowest_cell: "mux2_4"
  critical_path.cell_chain: "buf_8, inv_6, buf_6, ha_4, mux2_4, buf_2"
  critPathRequiredTime_ps: 800
  critPathMaxFanout: 2
  end_kind: "primary output"
  worstPathArrival_ps: 940
  path_buffers: 4
  cp_num_cells: 6
clock_network:
  holdBufCountCts: 0
logic_synthesis:
  ys_cells: 19
  syn-cell-area_um2: 143
  ys_area_um2: 143
  yosysUniqueCellTypes: 11
  yosysSeqAreaShare_pct: 0
  syn_inst: 19
  post-synth-top-area-cell: "ha_1"
  ys.warnings.count: 1
  yosys.area.top_type_share_pct: 43.9
  avgSynthCellArea_um2: 7.51
  synthTopCellsByArea: "ha_1 44%, mux2_4 11%, inv_1 7.9%, o21ai_0 7.0%, and2b_2 6.1%"
place:
  io_buffers: 10
  place.gp.congestion: 0.658
hold_path:
  hold_class: "primary input to primary output"
  min_path_cells: 4
sta:
  drv_slew: 0
  period_minus_slack_ps: 1140
  final.setup.tns_ps: -291
  setup_ws_ps: -143
  final_hold_viol_count: 0
  rsz0062_at_grt: "true"
  whs_ps: 780
  period_used_pct: 114
  setup_viol: 5
  max_freq_mhz: 875
flow_run:
  drv_cap: 0
  warnings: 38
die:
  initial_core_util_pct: 4.18
  die_h_um: 80
  die_area_um2: 6400
  dieWidth_um: 80
  coreArea_um2: 3420
  rows: 21
  io_pins: 11
route:
  drt-total-wl_um: 517
  drc: 0
  vias_per_cell: 2.18
  diodes: 0
  antenna_left: 0
  detail_route.wl_per_cell_um: 6.63
  firstDrtPassIters: 1
  first_iter_violations: 0
  num_vias: 170
power:
  powerDensity_nw_per_um2: 309
  leakage_nw: 0.159
  irDropWorstVdd_mv: 0.0443
cell usage in the layout (no fill, tap or decap):
cell type / instances
nand2_2: 1
a21oi_2: 1
buf_8: 2
ha_4: 5
o21ai_1: 2
buf_6: 4
clkdlybuf4s18_2: 1
clkbuf_2: 1
and2_4: 1
mux2_4: 1
inv_6: 2
inv_1: 1
buf_2: 6
and2b_2: 1
conb_1: 1
nor2_1: 2
cell usage after synthesis:
cell type and count:
and2_2 1, nor2_1 2, nand2_1 1, and2b_2 1
conb_1 1, ha_1 5, buf_4 1, inv_1 3
o21ai_0 2, mux2_4 1, a21oi_1 1
through the flow:
step	utilization [%]	cells	worst slack, ps	total power [mW]	cell area [um^2]
after CTS	11.5	78	-148	0.119	393
after floorplan	-	19	52.8	0.0276	143
after global placement	9.45	78	-993	0.101	323
after global routing	11.5	78	-174	0.136	393
final	11.5	78	-143	0.122	393
after detailed placement	9.45	78	-980	0.101	323
report_power, final:
part	internal, mW	switching (mW)	leakage (nW)	total, mW
logic	0.0724	0.0491	0.159	0.122
clock network	0	0	0	0
registers	0	0	0	0
total	0.0724	0.0491	0.159	0.122
logic make-up (layout without fill, tap and decap cells):
kind of cell	Yosys count	in the layout	share of synthesized area [%]
buf+inv	4	17	13.2
simple gates	5	5	19.3
other cells	1	1	2.63
fa+ha+maj	5	5	43.9
mux	1	1	10.5
compound gates	3	3	10.5
per-layer routing:
layer	part of all wire (%)	vias to the layer above	global-route usage, %
met1	36	80	1.71
met4	0	0	0
met3	17	0	0.795
li1	-	82	-
met5	0	-	0
met2	47	8	3.13
worst min-delay path, delay by kind of cell:
kind,cells,cell delay [ps]
compound gates,1,70
buf+inv,3,300
timing repair:
item | 4_1_cts | 5_1_grt
setup buffers | 0 | 0
pin swaps | 2 | 2
resized | 56 | 5
endpoints found under the setup margin | 7 | 7
layout make-up:
cell class,count,area [um^2]
fill,397,3020
inverter,3,21.3
tap,46,57.6
multi-input combinational,15,194
timing repair buffer,14,120
path summary, 6_finish.rpt:
check  start        to  slack, ps
max     x[1]  o_seg[7]       -140
min     x[1]  o_seg[1]        780
Power and IR drop assume default switching activity.
